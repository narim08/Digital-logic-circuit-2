## flow/run.sh

```bash
#!/bin/bash
# OpenROAD 26Q1-2900-gdf79404cd8, Yosys 0.63+post, stock flow scripts
make -C /OpenROAD-flow-scripts/flow DESIGN_CONFIG=/design/flow/config.mk WORK_HOME=/design/flow/orfs finish
```

## flow/config.mk

```make
export PLATFORM = sky130hd
export DESIGN_NAME = ram
export DESIGN_NICKNAME = ram
export VERILOG_FILES = /design/flow/design.v
export SDC_FILE = /design/flow/constraint.sdc
export NUM_CORES = 4
export LEC_CHECK = 1
export CORE_UTILIZATION = 40
export SYNTH_MEMORY_MAX_BITS = 65536
```

## flow/constraint.sdc

```tcl
current_design ram

set clk_period 86.4
set clk_io_pct 0.2

create_clock -name clk0 -period $clk_period [get_ports {clk}]

set non_clock_inputs [all_inputs -no_clocks]
set_input_delay [expr $clk_period * $clk_io_pct] -clock clk0 $non_clock_inputs
set_output_delay [expr $clk_period * $clk_io_pct] -clock clk0 [all_outputs]
```

## flow/design.v

```verilog
module ram(clk,cen,wen,s_addr,s_din,s_dout);
  input clk;
  input cen,wen;
  input [7:0] s_addr;
  input [63:0] s_din;
  output reg [63:0] s_dout;
  reg [63:0] mem [0:255];
  integer i;
  initial begin
    for(i=0; i<256; i=i+1) begin
      mem[i]<=64'h0;
    end
  end
  always@(posedge clk) begin  
    if(cen & wen) begin
	   mem[s_addr] <= s_din;
		s_dout <= 64'h0;
	 end
	 else if(cen & !wen) begin
	   s_dout <= mem[s_addr];
	 end
	 else if(!cen) begin
	   s_dout <= 64'h0;
	 end
  end
endmodule
```

==> impl_metrics.tcl <==
# place-and-route summary
set metrics [dict create \
    setup_viol 0 \
    static-leakage-power_uw 0.2271 \
    ff2ff_path_depth 6 \
    post_synth_inst_count 29310 \
    number_of_antenna_violations_at_the_first_check_in_global_routing 154 \
    hold_path_startpoint "mem[137][12]" \
    chip_area_um2 1560000 \
    design.portCount 139 \
    crit_required_ps 87550 \
    drtAntennaViolNets 0 \
    critical_path.endpoint_type "register" \
    drv_slew 11 \
    relative_contribution_of_sequential_cells_to_total_power 0.533 \
    sw_frac_of_total 0.2104 \
    dominant_register_cell "sky130_fd_sc_hd__edfxtp_1" \
    vias 311700 \
    synth_stat.cells 29310 \
    ctsLongestPathBuffers 6 \
    fin_util 0.4589 \
    post_synth_and_or_nand_nor_area_fraction 0.02081 \
    edf_count 16380 \
    initialDrtViolationCount 21380 \
    asyncSetResetFlopFracSynth 0 \
    tritoncts "built" \
    grt_pass1_vias 339600 \
    hold-path-cell-count 4 \
    globalplace.congestion 0.8847 \
    post_cts_resize_count 0 \
    cp.arrival_ps 27520 \
    p_per_area_nw_per_um2 23.19 \
    placed_cell_count 50200 \
    max_clock_freq_ghz 0.03791 \
    slew_headroom -0.1066 \
    run_status "complete, but fails checks" \
    path_common_cell "sky130_fd_sc_hd__buf_4" \
    yosys_area_um2 622100 \
    cap_violations 2 \
    ys_types 36 \
    logic_family "multiplexers" \
    yosysMostFrequentCell "sky130_fd_sc_hd__edfxtp_1" \
    timing.clock.skew_ps 101.4 \
    violations "capacitance limit, slew limit" \
    clockRootBuffer "sky130_fd_sc_hd__clkbuf_16" \
    area_growth_pct 14.32 \
    route.final.wire_length_mm 1912 \
    portBuffers 138 \
    fraction_of_final_layout_cells_sized_beyond_drive_strength_1 0.2184 \
    initial_utilization 0.4014 \
    dpl-instance-area_um2 658800 \
    synth.area.top_cells "sky130_fd_sc_hd__edfxtp_1 79%, sky130_fd_sc_hd__mux4_2 9.3%, sky130_fd_sc_hd__mux2i_1 4.9%, sky130_fd_sc_hd__o22ai_1 1.0%, sky130_fd_sc_hd__a22oi_1 0.85%" \
    worst_setup_hold_path_clk_slew_ps 60 \
    post_synth_xor_area_fraction 0 \
    postSynthRegisterBits 16450 \
    vdd_drop_max_v 0.00002065 \
    post_layout_nonfiller_instances 53350 \
    cts_setup_buffers 0 \
    worst-r2r-setup-slack_ps 82170 \
    grt_pass1_wl_mm 2628 \
    numCtsBuffers 1637 \
    routedWlPerCell_um 35.83 \
    grtUsageTotal 0.2678 \
    final.min_clock_period_ps 26380 \
    remaining_overflow_grt 0 \
    core_area_um2 1550000 \
    firstDrtPassIters 5 \
    switching_power_total_uw 3469 \
    die-width_mm 1.249 \
    largest_net_degree_at_the_start_of_global_routing 99 \
    grt_setup_unrepaired "no" \
    die_h_mm 1.249 \
    internal_power_uw 13020 \
    ys_top_cells_by_count "16380 x sky130_fd_sc_hd__edfxtp_1, 3072 x sky130_fd_sc_hd__mux2i_1, 2560 x sky130_fd_sc_hd__mux4_2" \
    ys_sh_aoi 0.03162 \
    dp.final_hpwl_mm 1125 \
    clock_power_share 0.421 \
    yosys.area_share.adder 0 \
    p_comb_frac 0.046 \
    cp_max_fo 62 \
    hold-path-endpoint "s_dout[12]" \
    largest_area_cell "sky130_fd_sc_hd__edfxtp_1" \
    finalHoldViolations 0 \
    critical_path.reg2reg.startpoint "mem[210][0]" \
    rr_endpoint "s_dout[0]" \
    remaining_drc_errors 0 \
    fin_crit_sh 0.3053 \
    fp-row-count 457 \
    final.hold.worst_slack_ps 841.8 \
    avgViaCountPerCell 5.843 \
    max_stage_delay_ps 940 \
    ys_sh_mux 0.1421 \
    critPathLaunchType "input pin" \
    register_area_share_after_synthesis 0.7930 \
    worst_pin_slew_ps 1651 \
    timing.hold.worst.class "reg -> reg" \
    cts.hold.buffers_added 0 \
    synth_area_um2 622100 \
    crit_type "in -> reg" \
    critical-path-slowest-cell "sky130_fd_sc_hd__nor4_1" \
    ctsHtreeMaxLevel 7 \
    warning_count 26 \
    setup-tns-final_ps 0 \
    crit_chain "buf_16 -> buf_4 -> buf_4 -> buf_4 -> buf_4 -> buf_12 -> buf_4 -> buf_4 -> buf_4 -> buf_4 -> buf_4 -> buf_4 -> mux2i_1 -> o22ai_1 -> nor4_1 -> buf_4 -> and3_1 -> nand2_1 -> a22oi_1 -> nand4_1" \
    fin_area_um2 711200 \
    top_area_frac 0.7909 \
    tritoncts_num_sinks 16450 \
    clk_latency_ps 1390 \
    syn-mean-instance-area_um2 21.22 \
    yosysWarningCount 1 \
]
[power by group through the flow]
stage / clock network [uW] / registers (uW) / logic [uW]
after global routing: 7320 / 8790 / 794
final: 6940 / 8800 / 751
after CTS: 7020 / 8800 / 744
[metal layers]
layer,vias up,share of wire,track usage,wire [um]
met5,-,0.0033,0.04109,6267
met1,155100,0.27,0.2534,506600
met3,3627,0.24,0.2777,451100
li1,127400,-,-,-
met2,25440,0.45,0.3715,852700
met4,195,0.050,0.1011,94710
[placed cells by master (no fill, tap or decap), types with 285 or more instances in the layout]
master                      Yosys  routed
sky130_fd_sc_hd__mux2i_1     3072    3072
sky130_fd_sc_hd__mux4_2      2560    2560
sky130_fd_sc_hd__edfxtp_1   16380   16380
sky130_fd_sc_hd__clkbuf_16      0    1661
sky130_fd_sc_hd__nand2_1     1046    1023
sky130_fd_sc_hd__a22oi_1      704     704
sky130_fd_sc_hd__clkinv_2       0     285
sky130_fd_sc_hd__o22ai_1     1024    1024
sky130_fd_sc_hd__nand3_1      512     507
sky130_fd_sc_hd__nand4_1      323     323
sky130_fd_sc_hd__a221oi_1     512     512
sky130_fd_sc_hd__clkinv_1       0     343
sky130_fd_sc_hd__clkbuf_1     771     309
sky130_fd_sc_hd__buf_4        137    1732
[cell type report]
cell class               count  area [um2]
diodes                     265       663.1
multi-input cells        11160      123600
fillers                 125100      838400
clock inverters            886        8569
clock buffers             1994       43060
flip-flops and latches   16450      493300
inverters                    1       3.754
well taps                20660       25840
repair buffers            1939       16110
[per-stage QoR]
step | power (uW) | setup slack, ps
after floorplan | 9301 | 62840
after global placement | 9699 | 58510
after detailed placement | 9708 | 58540
after CTS | 16560 | 59980
after global routing | 16910 | 59140
final | 16490 | 60030
[kinds of logic (layout without fill, tap and decap cells)]
logic type / after synthesis / count (layout)
flip-flops: 16450 / 16450
multiplexers: 5632 / 5632
AND-OR/OR-AND: 2822 / 2822
AND/OR/NAND/NOR: 2709 / 2709
buffers and inverters: 1698 / 4820
other: 0 / 265
[critical path: cells and delay by family]
kind,cells,cell delay (ps)
mux,1,300
compound gates,2,790
buf+inv,13,7140
simple gates,4,1450
[state kept, by name, indices dropped and copies added, names as in the netlist]
name,flops
s_dout,64
mem,16384
[worst max path at each step]
stage | start | endpoint | slack, ps | cells past startpoint
6_report | s_addr[0] | s_dout[3] | 60030 | 20
4_1_cts | s_addr[0] | s_dout[51] | 59980 | 20
5_1_grt | s_addr[0] | s_dout[8] | 59140 | 20
No activity file was given, so power comes from the tool's default toggle rates.
