==> flow/design.v <==
module _inv(a,y);
  input a;
  output y;
  assign y=~a;
endmodule
module _nand2(a,b,y);
  input a,b;
  output y;
  assign y=~(a&b);
endmodule
module _and2(a,b,y);
  input a,b;
  output y;
  assign y=a&b;
endmodule
module _or2(a,b,y);
  input a,b;
  output y;
  assign y=a|b;
endmodule
module _xor2(a,b,y);
  input a,b;
  output y;
  wire inv_a, inv_b;
  wire w0, w1;
  _inv inv_1(.a(b), .y(inv_b));
  _inv inv_2(.a(a), .y(inv_a));
  _and2 and_1(.a(a), .b(inv_b), .y(w0));
  _and2 and_2(.a(inv_a), .b(b), .y(w1));
  _or2 or_1(.a(w0), .b(w1), .y(y));
endmodule
module _3_to_8_decoder(d, q);  
  input [2:0] d;
  output reg [7:0] q;
  always@(d) begin
  case(d)
	 3'b000: q = 8'b00000001;
	 3'b001: q = 8'b00000010;
	 3'b010: q = 8'b00000100;
	 3'b011: q = 8'b00001000;
	 3'b100: q = 8'b00010000;
	 3'b101: q = 8'b00100000;
	 3'b110: q = 8'b01000000;
	 3'b111: q = 8'b10000000;
	 default: q = 8'hx;
  endcase
  end
endmodule
module _8_to_1_MUX(a, b, c, d, e, f, g, h, sel, d_out);  
  input [31:0] a,b,c,d,e,f,g,h;
  input [2:0] sel;
  output reg [31:0] d_out;
  always@(sel, a, b, c, d, e, f, g, h) begin
  case(sel)
    3'b000: d_out <= a;
	 3'b001: d_out <= b;
	 3'b010: d_out <= c;
	 3'b011: d_out <= d;
	 3'b100: d_out <= e;
	 3'b101: d_out <= f;
	 3'b110: d_out <= g;
	 3'b111: d_out <= h;
	 default: d_out <= 32'hx;
  endcase
  end
endmodule
module read_operation(Addr, Data, from_reg0, from_reg1, from_reg2, from_reg3, from_reg4, from_reg5, from_reg6, from_reg7);
  input [31:0] from_reg0, from_reg1, from_reg2, from_reg3, from_reg4, from_reg5, from_reg6, from_reg7;
  input [2:0] Addr;
  output [31:0] Data;
  _8_to_1_MUX M_0(.a(from_reg0), .b(from_reg1), .c(from_reg2), .d(from_reg3), .e(from_reg4), .f(from_reg5), .g(from_reg6), .h(from_reg7), .sel(Addr), .d_out(Data));
endmodule
module write_operation(Addr, we, to_reg);
  input we;
  input [2:0] Addr;
  output [7:0] to_reg;
  wire [7:0] w_a;
  _3_to_8_decoder dec_38(.d(Addr), .q(w_a));
  _and2 a2_0(.a(we), .b(w_a[0]), .y(to_reg[0]));
  _and2 a2_1(.a(we), .b(w_a[1]), .y(to_reg[1]));
  _and2 a2_2(.a(we), .b(w_a[2]), .y(to_reg[2]));
  _and2 a2_3(.a(we), .b(w_a[3]), .y(to_reg[3]));
  _and2 a2_4(.a(we), .b(w_a[4]), .y(to_reg[4]));
  _and2 a2_5(.a(we), .b(w_a[5]), .y(to_reg[5]));
  _and2 a2_6(.a(we), .b(w_a[6]), .y(to_reg[6]));
  _and2 a2_7(.a(we), .b(w_a[7]), .y(to_reg[7]));
endmodule
module RF(clk, reset_n, wAddr, wData, we, rAddr, rData);
  input clk, reset_n;
  input we;
  input [7:0] wAddr, rAddr;
  input [63:0] wData;
  output [63:0] rData;
  wire [6:0] to_reg;
  wire [63:0] from_reg[6:0];
  write_operation wo_0(.Addr(wAddr), .we(we), .to_reg(to_reg));
  register64_7 rg64_7(.clk(clk), .reset_n(reset_n), .en(to_reg), .d_in(wData), .d_out0(from_reg[0]), .d_out1(from_reg[1]), .d_out2(from_reg[2]), .d_out3(from_reg[3]), .d_out4(from_reg[4]), .d_out5(from_reg[5]), .d_out6(from_reg[6]));
  read_operation rd_0(.Addr(rAddr), .Data(rData), .from_reg0(from_reg[0]), .from_reg1(from_reg[1]), .from_reg2(from_reg[2]), .from_reg3(from_reg[3]), .from_reg4(from_reg[4]), .from_reg5(from_reg[5]), .from_reg6(from_reg[6]));
endmodule
module register64_7(clk, reset_n, en, d_in, d_out0, d_out1, d_out2, d_out3, d_out4, d_out5, d_out6);  
  input clk, reset_n;
  input [6:0] en;
  input [64:0] d_in;
  output [64:0] d_out0, d_out1, d_out2, d_out3, d_out4, d_out5, d_out6;
  register64_r_en rg_0(.clk(clk), .reset_n(reset_n), .en(en[0]), .d(d_in), .q(d_out0));
  register64_r_en rg_1(.clk(clk), .reset_n(reset_n), .en(en[1]), .d(d_in), .q(d_out1));
  register64_r_en rg_2(.clk(clk), .reset_n(reset_n), .en(en[2]), .d(d_in), .q(d_out2));
  register64_r_en rg_3(.clk(clk), .reset_n(reset_n), .en(en[3]), .d(d_in), .q(d_out3));
  register64_r_en rg_4(.clk(clk), .reset_n(reset_n), .en(en[4]), .d(d_in), .q(d_out4));
  register64_r_en rg_5(.clk(clk), .reset_n(reset_n), .en(en[5]), .d(d_in), .q(d_out5));
  register64_r_en rg_6(.clk(clk), .reset_n(reset_n), .en(en[6]), .d(d_in), .q(d_out6));
endmodule
module register64_r_en(clk, reset_n, en, d, q);  
  input clk, reset_n, en;
  input [63:0] d;
  output reg [63:0] q;
  always@(posedge clk or negedge reset_n) 
  begin
    if(reset_n == 0) q <= 63'b0;
    else if(en) q <= d;
    else q <= q;
  end
endmodule
==> flow/run.sh <==
#!/bin/bash
# OpenROAD 26Q1-2900-gdf79404cd8, Yosys 0.63+post, stock flow scripts
make -C /OpenROAD-flow-scripts/flow DESIGN_CONFIG=/design/flow/config.mk WORK_HOME=/design/flow/orfs finish
==> flow/config.mk <==
export PLATFORM = sky130hd
export DESIGN_NAME = RF
export DESIGN_NICKNAME = RF
export VERILOG_FILES = /design/flow/design.v
export SDC_FILE = /design/flow/constraint.sdc
export NUM_CORES = 4
export LEC_CHECK = 1
export CORE_UTILIZATION = 40
==> flow/constraint.sdc <==
current_design RF

set clk_period 4.5
set clk_io_pct 0.2

create_clock -name clk0 -period $clk_period [get_ports {clk}]

set non_clock_inputs [all_inputs -no_clocks]
set_input_delay [expr $clk_period * $clk_io_pct] -clock clk0 $non_clock_inputs
set_output_delay [expr $clk_period * $clk_io_pct] -clock clk0 [all_outputs]
==> results.yml <==
# implementation run metrics
logic_synthesis:
  synth_area_um2: 10500
  yosys.area_share.aoi: 0.115
  async_reset_ff_frac: 1.00
  yosys_warnings: 55
  ys.flops: 224
  edf_count: 0
  ys_cells: 853
  syn-instance-count: 853
  logic_family: "multiplexers"
  area_leaders: "dfrtp_1, mux2_2, buf_4"
  yosys-stat-area_um2: 10500
  ys_seq_frac: 0.532
  yosys.area_share.xor_xnor: 0
  simple_gate_area_frac: 0.0488
  avgSynthCellArea_um2: 12.4
  top_area_cell: "dfrtp_1"
  synth_cell_types: 35
  flop_cell: "dfrtp_1"
  mux_share: 0.249
  yosysTopAreaCellShare: 0.532
  ys_sh_adder: 0
timing:
  setup_viol: 0
  rsz0062_at_grt: "false"
  final_max_slew_viol_count: 0
  relSlewSlack: 0.546
  fmaxAchievable_ghz: 0.260
  min_period_over_period: 0.854
  fin_ws_ns: 0.658
  finalClockSkew_ns: 0
  tightest_slew_ns: 0.680
  fin_crit_ns: 3.84
  fin_tns_setup_ns: 0
  hold_violations: 0
finish:
  final_layout_size_suffix_gt1_frac: 0.325
  fill_cells: 2310
  postLayoutCellArea_um2: 12200
  stdcell_count: 1262
  area.growth.synth_to_final_pct: 16.0
clock_network:
  cts_root_buffer: "clkbuf_16"
  h-tree-depth: 1
  hold_buffers: 0
  cts_resized: 0
  tritoncts: "done"
  post-cts-setup-buffer-count: 0
  clkTransAtPathRegs_ns: 0.06
  insertion_delay_ns: 0.51
  cts_made_buffers: 24
  cts.sinks: 224
  cts_buffer_depth: 3
global_routing:
  grt_pass1_wl_um: 39000
  grt_use_met2: 0.288
  grt_use_met1: 0.315
  grt_max_degree: 108
  grt-ovfl-total: 0
  top_usage_layer: "met1"
  grt_pass1_vias: 6956
  grt_usage: 0.195
  antenna_found_initial: 0
  use_met3: 0.0345
detailed_routing:
  routed_wl_um: 24200
  drtPass1Iterations: 4
  diodes: 0
  vias: 6874
  drtIter0Drc: 403
  wire_per_inst_um: 19.2
  drtAntennaViolNets: 0
  drcViolationCount: 0
  drt-vias-per-instance: 5.45
place:
  dp_hpwl_um: 13400
  dp_slack_ns: 0.619
  place_area_um2: 11500
  dp.cells: 1220
  place.gp.congestion: 0.779
  portBuffers: 72
worst_setup_path:
  r2r_slack_ns: 3.73
  crit_path_max_fanout: 20
  rr_worst_depth: 1
  cp.required_ns: 3.60
  reg2reg_from: "rg64_7.rg_4.q[27]$_DFFE_PN0P_"
  critPathCaptureType: "output port"
  rr_endpoint: "rg64_7.rg_4.q[27]$_DFFE_PN0P_"
  startpoint: "rAddr[1]"
  cp-start-kind: "input port"
  cp-endpoint: "rData[18]"
  cp.arrival_ns: 2.94
  crit_type: "in -> out"
floorplan:
  dieArea_um2: 27000
  die_width_um: 164
  fp-row-count: 59
  fp_util: 0.406
  io_pins: 147
  core_um2: 26000
  dieHeight_um: 164
worst_hold_path:
  hold_path_class: "in -> async"
flow_run:
  max_cap_viol_count: 0
  warning_count: 69
pwr:
  pwr_density_cell_nw_per_um2: 453
  p_leak_nw: 5.16
  ir_drop_uv: 324
  power_w: 0.00554
status:
  outcome: "completed"
## routing by layer
layer | up-vias | part of all wire
met1 | 3552 | 0.49
li1 | 3138 | -
met2 | 150 | 0.44
met3 | 34 | 0.049
met5 | - | 0
met4 | 0 | 0.020
## cells by family (layout without fill, tap and decap cells)
logic type	after synthesis	in the layout
other	1	32
DFF	224	224
AOI/OAI and AO/OA	182	182
muxes	233	233
and+or+nand+nor	114	114
buffers and inverters	99	142
## registers in the layout, summed over array words and instances (netlist names)
name and cells:
rg64_7.rg_2.q 32, rg64_7.rg_0.q 32, rg64_7.rg_1.q 32, rg64_7.rg_4.q 32, rg64_7.rg_6.q 32, rg64_7.rg_5.q 32, rg64_7.rg_3.q 32
## power by group
part / internal [W] / switching [W] / leakage [nW]
registers: 0.00246 / 0.000202 / 2.69
logic: 0.000588 / 0.000374 / 2.09
clock network: 0.00113 / 0.000785 / 0.384
## placed cells by master, fill, tap and decap left out, types with 4 or more instances in the layout
| cell | netlist | routed |
|---|---|---|
| clkdlybuf4s50_1 | 0 | 68 |
| nor2_1 | 63 | 62 |
| mux2_1 | 6 | 6 |
| clkbuf_16 | 0 | 25 |
| o211ai_1 | 22 | 22 |
| nand2_1 | 34 | 34 |
| a22o_1 | 22 | 22 |
| dfrtp_1 | 224 | 224 |
| o311a_1 | 9 | 9 |
| a21oi_1 | 31 | 31 |
| o22a_1 | 9 | 9 |
| clkbuf_1 | 18 | 5 |
| mux2_2 | 226 | 226 |
| clkinv_2 | 0 | 7 |
| buf_4 | 39 | 26 |
| o21ai_0 | 55 | 55 |
| conb_1 | 1 | 32 |
| clkbuf_8 | 0 | 4 |
| a22oi_1 | 31 | 31 |
## cell type report
class                           instances  area (µm²)  share of cell area
Sequential cell                       224        5610               0.458
Tap cell                              335         419              0.0343
Clock inverter                          8        65.1             0.00532
Timing Repair Buffer                   99         941              0.0769
Inverter                                1        3.75            0.000307
Multi-Input combinational cell        561        4500               0.368
Clock buffer                           34         699              0.0572
## critical path, stage by stage
cell	delay (ns)
buf_2	0.28
nor2b_4	0.41
buf_4	0.34
a22o_1	0.18
a22oi_1	0.06
a21oi_1	0.26
clkdlybuf4s50_1	0.50
## Yosys cell counts, types with 2 or more instances
| cell | n |
|---|---|
| a21oi_1 | 31 |
| a22o_1 | 22 |
| a22oi_1 | 31 |
| buf_1 | 5 |
| buf_2 | 33 |
| buf_4 | 39 |
| buf_6 | 3 |
| clkbuf_1 | 18 |
| dfrtp_1 | 224 |
| mux2_1 | 6 |
| mux2_2 | 226 |
| nand2_1 | 34 |
| nand2b_1 | 3 |
| nand4b_1 | 3 |
| nor2_1 | 63 |
| nor2b_1 | 2 |
| o211ai_1 | 22 |
| o21ai_0 | 55 |
| o22a_1 | 9 |
| o311a_1 | 9 |
## metrics by stage
step / hold slack [ns] / util
floorplan: 0.454 / -
global placement: 0.467 / 0.441
detailed placement: 0.475 / 0.441
CTS: 0.431 / 0.471
global route: 0.448 / 0.471
finish: 0.406 / 0.471
## how the worst min path moves through the flow
stage                                    to    start  depth (start not counted)  slack [ns]
CTS           rg64_7.rg_0.q[27]$_DFFE_PN0P_  reset_n                          1        0.43
global route  rg64_7.rg_0.q[27]$_DFFE_PN0P_  reset_n                          1        0.45
finish        rg64_7.rg_0.q[27]$_DFFE_PN0P_  reset_n                          1        0.41
Power is estimated from default activity; no workload was simulated.
