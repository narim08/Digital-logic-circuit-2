===== ./run.sh =====
#!/bin/bash
# OpenROAD 26Q1-2900-gdf79404cd8, Yosys 0.63+post, stock flow scripts
make -C /OpenROAD-flow-scripts/flow DESIGN_CONFIG=/design/flow/config.mk WORK_HOME=/design/flow/orfs finish

===== ./config.mk =====
export PLATFORM = sky130hd
export DESIGN_NAME = rca_clk
export DESIGN_NICKNAME = rca_clk
export VERILOG_FILES = /design/flow/design.v
export SDC_FILE = /design/flow/constraint.sdc
export NUM_CORES = 4
export LEC_CHECK = 1
export CORE_UTILIZATION = 30

===== ./constraint.sdc =====
current_design rca_clk

set clk_period 25.9
set clk_io_pct 0.2

create_clock -name clk0 -period $clk_period [get_ports {clk}]

set non_clock_inputs [all_inputs -no_clocks]
set_input_delay [expr $clk_period * $clk_io_pct] -clock clk0 $non_clock_inputs
set_output_delay [expr $clk_period * $clk_io_pct] -clock clk0 [all_outputs]

===== ./design.v =====
module rca4(a,b,ci,s,co);  
  input [3:0] a,b;
  input ci;  
  output [3:0] s;  
  output co;  
  wire [2:0] c;  
  fa fa_0(.a(a[0]), .b(b[0]), .ci(ci), .s(s[0]), .co(c[0]));
  fa fa_1(.a(a[1]), .b(b[1]), .ci(c[0]), .s(s[1]), .co(c[1]));
  fa fa_2(.a(a[2]), .b(b[2]), .ci(c[1]), .s(s[2]), .co(c[2]));
  fa fa_3(.a(a[3]), .b(b[3]), .ci(c[2]), .s(s[3]), .co(co));
endmodule
module rca32(a,b,ci,s,co);
  input [31:0] a,b; 
  input ci;  
  output [31:0] s;  
  output co;  
  wire c1,c2,c3,c4,c5,c6,c7;  
  rca4 rca4_1(.a(a[3:0]), .b(b[3:0]), .ci(ci), .s(s[3:0]), .co(c1));
  rca4 rca4_2(.a(a[7:4]), .b(b[7:4]), .ci(c1), .s(s[7:4]), .co(c2));
  rca4 rca4_3(.a(a[11:8]), .b(b[11:8]), .ci(c2), .s(s[11:8]), .co(c3));
  rca4 rca4_4(.a(a[15:12]), .b(b[15:12]), .ci(c3), .s(s[15:12]), .co(c4));
  rca4 rca4_5(.a(a[19:16]), .b(b[19:16]), .ci(c4), .s(s[19:16]), .co(c5));
  rca4 rca4_6(.a(a[23:20]), .b(b[23:20]), .ci(c5), .s(s[23:20]), .co(c6));
  rca4 rca4_7(.a(a[27:24]), .b(b[27:24]), .ci(c6), .s(s[27:24]), .co(c7));
  rca4 rca4_8(.a(a[31:28]), .b(b[31:28]), .ci(c7), .s(s[31:28]), .co(co));
endmodule
module rca_clk(clk,a,b,ci,s,co);
  input clk;  
  input [31:0] a,b; 
  input ci;  
  output [31:0] s;  
  output co;  
  reg [31:0]  reg_a, reg_b; 
  reg         reg_ci;
  reg [31:0]  reg_s;
  reg         reg_co;
  wire [31:0] wire_s; 
  wire wire_co;
  always @ (posedge clk) 
  begin 
    reg_a <= a; 
    reg_b <= b;
    reg_ci <= ci;
	 reg_s <= wire_s; 
    reg_co <= wire_co;
  end
  rca32 rca32_0(.a(reg_a), .b(reg_b), .ci(reg_ci), .s(wire_s), .co(wire_co));
  assign s = reg_s; 
  assign co = reg_co;
endmodule
module fa(a,b,ci,s,co);
  input a,b,ci;
  output s,co;
  wire c1, c2, sm;
  ha haf_1(.a(b), .b(ci), .s(sm), .co(c1));
  ha haf_2(.a(a), .b(sm), .s(s), .co(c2));
  _or2 or_1(.a(c2), .b(c1), .y(co));
endmodule
module _inv(a,y);
  input a;
  output y;
  assign y=~a;
endmodule
module _nand2(a,b,y);
  input a,b;
  output y;
  assign y=~(a&b);
endmodule
module _and2(a,b,y);
  input a,b;
  output y;
  assign y=a&b;
endmodule
module _or2(a,b,y);
  input a,b;
  output y;
  assign y=a|b;
endmodule
module _xor2(a,b,y);
  input a,b;
  output y;
  wire inv_a, inv_b;
  wire w0, w1;
  _inv inv_1(.a(b), .y(inv_b));
  _inv inv_2(.a(a), .y(inv_a));
  _and2 and_1(.a(a), .b(inv_b), .y(w0));
  _and2 and_2(.a(inv_a), .b(b), .y(w1));
  _or2 or_1(.a(w0), .b(w1), .y(y));
endmodule
module ha(a,b,s,co);
  input a,b;
  output s, co;
  _xor2 xor_1(.a(a), .b(b), .y(s));
  _and2 and_1(.a(a), .b(b), .y(co));
endmodule

==> run notes <==
Notes from the flow run.

Status:
- The run finished with clean final reports.

Synthesis:
- Synthesis handed over a netlist of 225 instances.
- By area the synthesized netlist is led by sky130_fd_sc_hd__dfxtp_1, sky130_fd_sc_hd__fa_1, sky130_fd_sc_hd__inv_1.
- In the synthesized netlist the dominant register cell turns out to be sky130_fd_sc_hd__dfxtp_1.
- The run gives the total standard cell area after synthesis as 2959 um2.
- The run gives the post-synthesis register bit count as 98.
- The synthesized design spends more area on one cell type than any other, namely sky130_fd_sc_hd__dfxtp_1.
- For this run, the chip area from Yosys synthesis comes to 2959 um2.
- The run gives the most common cell in the netlist as sky130_fd_sc_hd__dfxtp_1.
- The post-synth count of flops with an enable pin is 0.
- Yosys reports that the most numerous cell types are sky130_fd_sc_hd__dfxtp_1, sky130_fd_sc_hd__inv_1, sky130_fd_sc_hd__fa_1.
- The number of cells reported by Yosys stat comes to 225.
- The run puts the yosys synthesis warning count at 1.
- The run puts the area fraction of the dominant cell type after synthesis at 66.30%.
- The run gives the number of distinct library cell variants in the gate-level netlist after synthesis as 3.
- The run gives the fraction of registers with async set/reset as 0%.
- Averaged over all synthesized cells, the footprint is 13.15 um2.
- The run puts the share of synthesized area occupied by flip-flops and latches at 66.30%.

Drt:
- The count of nets left with antenna violations once routing finished came out at 0.
- The run gives the number of vias in the routed layout as 1576.
- The run puts the total routed wirelength at 3944 um.
- The run gives the starting DRC count in detailed routing as 13.
- For this sky-water flow run, the detailed-routed wirelength per cell is reported as 8.427 um.
- Dividing the detail-routed via count by the number of cells gives 3.368.
- The run gives the antenna cell count as 0.
- Per the detail_route report, DRC violations left total 0.
- The run puts the first-pass detailed-route iteration total at 2.

Setup path:
- The run puts the arrival time of the worst setup path at 13.17 ns.
- The run gives the critical path endpoint category as a flop.
- The critical path endpoint has a required time of 26.16 ns.
- Counting stages on the worst path, the most repeated cell is sky130_fd_sc_hd__fa_1.
- The run gives the kind of critical path as flop to flop.
- The run gives the maximum cell stage delay along the critical path as 0.48 ns.
- STA classifies the critical path startpoint as a flop.
- The run gives the register-to-register path setup slack as 12.99 ns.
- The timing report shows that the slowest cell on the worst path is sky130_fd_sc_hd__fa_1.
- Along the worst path, the maximum fanout reaches 1.

Flow run:
- The run puts the OpenROAD warning count at 25.
- The run gives the count of max-cap constraint violations as 0.

Timing:
- The run puts the setup TNS at 0 ns.
- The run puts the fraction of the cycle the final worst path needs at 49.84%.
- The run puts the highest clock frequency the design can meet at 77.46 MHz.
- The run puts the number of pins with negative max-slew slack in the final report at 0.
- The run gives the worst clock skew on the final layout as 0.01118 ns.
- The run gives the tightest slew margin relative to the limit as 92.62%.
- The run gives the clock period minus worst slack as 12.91 ns.
- The final timing report lists a hold violation count of 0.
- Setup repair after global routing left no endpoint under its margin.
- The run gives the transition time at the pin with the least slew margin as 0.1106 ns.
- The run puts the final tally of setup violations at 0.

Global route:
- The run puts the aggregate global-route resource usage at 8.622%.
- Summed over all layers, the global routing overflow is 0.
- The run puts the largest net degree at the start of global routing at 17.
- The first global-routing pass estimated 6520 um of wire.
- The initial antenna violation count is 0.
- The run puts the number of global-route vias before repair at 1580.

Clock tree:
- Looking at the clock tree report, the root buffer type is sky130_fd_sc_hd__clkbuf_8.
- TritonCTS built the clock tree.
- The run puts the number of hold buffers added after CTS at 0.
- The H-tree was split into 3 levels.
- The run puts the quantity of gates resized following cts at 0.
- The run gives the number of buffers created by CTS as 9.
- The run gives the insertion delay to the later sink of the worst-skew pair as 0.35 ns.
- The clock tree has to reach 98 sinks.
- The run puts the worst-case clock buffer depth at 2.
- The run gives the post-CTS setup buffer count as 0.
- The registers of the reported paths see a clock transition of 0.09 ns.

Finish:
- The layout summary lists the proportion of cells stronger than drive strength 1 as 4.720%.
- The finished layout holds 468 standard cells, fillers aside.
- The run gives the final-layout fill cell count as 859.
- The run puts the area occupied by registers at 1962 um2.
- The run puts the area taken by multi-input logic gates at 640.6 um2.
- At the end of the flow the core is filled with cells to 45.71%.
- The area growth from synthesis to layout is 45.45%.

Floorplan:
- The run puts the y dimension of the die at 101.3 um.
- According to the I/O placement log, the pin count is 99.
- The run puts the horizontal die size at 101.3 um.
- The run gives the area inside the core boundary as 9415 um2.
- The run puts the cell row count at 35.
- The run puts the effective utilization at floorplan at 31.43%.
- The run gives the overall chip area as 10260 um2.

Power and ir drop:
- The leakage component of the power was reported as 0.002053 uW.
- Looking at the VDD voltage map, the peak drop is 43.95 uV.
- The run gives the power density over cell area as 72.03 nW/um2.

Placed design:
- The run gives the cell count after placement as 452.
- The run puts the count of buffers inserted at the top-level ports at 98.
- The run gives the last weighted congestion value of the routability-driven placer as 0.7020.
- The run gives the post-DP HPWL as 3081 um.

Hold path:
- According to the hold report, the worst path is of the flop to flop type.
-- layout make-up --
cell class	count	share of cell area, %
Clock buffer	10	3.198
Clock inverter	6	1.512
Inverter	95	8.285
Multi-Input combinational cell	32	14.88
Sequential cell	98	45.58
Tap cell	129	3.750
Timing Repair Buffer	98	22.79
-- report_power, final --
part / switching, uW / internal (uW) / total [uW]
Clock: 48.8 / 47.4 / 96.2
Sequential: 4.08 / 167 / 171
Combinational: 11.5 / 31.6 / 43.1
Total: 64.4 / 246 / 310
-- worst paths after layout --
check / start / end / cells after the start
max: reg_b[0]$_DFF_P_ / reg_s[31]$_DFF_P_ / 34
min reg2reg: reg_a[0]$_DFF_P_ / reg_s[0]$_DFF_P_ / 1
min: reg_a[0]$_DFF_P_ / reg_s[0]$_DFF_P_ / 1
max reg2reg: reg_b[0]$_DFF_P_ / reg_s[31]$_DFF_P_ / 34
-- logic make-up after synthesis --
| family | after synthesis | synth area share [%] |
|---|---|---|
| flip-flops | 98 | 66.30 |
| buffers and inverters | 95 | 12.05 |
| adder cells (fa/ha/maj) | 32 | 21.65 |
-- critical path: cells and delay by family (launching register included) --
kind / cells / cell delay (ns)
buffers and inverters: 2 / 0.08
DFF: 1 / 0.35
adders and majority gates: 32 / 12.36
-- per-layer routing --
layer / up-vias / GRT usage (%) / share of wire, %
met5: - / 0 / 0
met4: 0 / 1.784 / 2.5
met3: 8 / 4.412 / 11
met2: 65 / 13.40 / 47
met1: 699 / 11.19 / 39
li1: 804 / - / -
-- sequential cells by signal (all words and copies together) (netlist names) --
name / flops
reg_co: 1
reg_ci: 1
reg_s: 32
reg_a: 32
reg_b: 32
-- per-stage QoR --
stage / setup WS, ns / area (um2) / total power (uW) / hold slack (ns)
after global routing: 12.49 / 4304 / 331.3 / 0.5489
after floorplan: 13.38 / 2959 / 184.7 / 0.4720
final: 12.99 / 4304 / 310.0 / 0.5023
after global placement: 12.98 / 4101 / 218.6 / 0.4750
after CTS: 12.92 / 4304 / 317.6 / 0.5066
after detailed placement: 12.94 / 4101 / 218.8 / 0.4841
-- cell usage in the layout, fill, tap and decap left out --
master and count:
sky130_fd_sc_hd__clkbuf_8 10, sky130_fd_sc_hd__clkinv_4 1, sky130_fd_sc_hd__fa_1 32, sky130_fd_sc_hd__clkdlybuf4s50_1 98, sky130_fd_sc_hd__dfxtp_1 98, sky130_fd_sc_hd__bufinv_16 1, sky130_fd_sc_hd__clkinv_2 2, sky130_fd_sc_hd__inv_1 95
sky130_fd_sc_hd__clkinvlp_4 1, sky130_fd_sc_hd__inv_6 1
Power figures rest on the tool's default switching activity, not on a simulated workload.
